## flow/design.v

```verilog
module LOAD_FSM(clk,reset,start,opCode,para1,para2,MFC,
address,marIn,MemEN,marOut,RW,readFromMem,outToBus,readFromBus,outToMem,regIn,regOut,incr,fetch);
input reset,clk,MFC,start;
input[3:0]opCode;
input[5:0] para1,para2;
output marIn,MemEN,marOut,RW,readFromMem,outToBus,readFromBus,outToMem,incr,fetch;
output[5:0] regIn,regOut;
output[15:0] address;
reg[3:0] pres_state,next_state;
reg marIn,MemEN,marOut,RW,readFromMem,outToBus,readFromBus,outToMem,fetch,incr;
reg[5:0] regIn,regOut;
reg[5:0] regStore;
reg[15:0] addressStore,address;
reg RWstore;
parameter memAccess = 4'b0001, hold = 4'b0010, MDRInFromMem= 4'b0011, latchToMar=4'b0111, MDRoutToBus=4'b1101, outToMemory=4'b1111;
parameter outBus = 4'b0100,idle=4'b0101, load=4'b1000, store=4'b1001, regLatchIn=4'b1010, outRegToBus=4'b1011, MDRInFromBus=4'b1100;
always @(posedge clk or posedge reset)
begin:statereg
if(reset)begin  
pres_state <= idle;
end
else if(pres_state==idle && start && opCode == 4'b1011)begin
pres_state<=load;
end
else if(pres_state==idle && start && opCode == 4'b1100)begin
pres_state<=store;
end
else if(pres_state==hold && MFC)begin
pres_state<=next_state;
end
else if(pres_state!=idle && pres_state!=hold)begin
pres_state <= next_state; end
end  
always @(pres_state)
begin: fsm
case (pres_state)
load: next_state<=latchToMar;
store: next_state<=latchToMar;
latchToMar:
if(opCode==4'b1011) begin
 next_state<=memAccess; 
end
else
next_state<=outRegToBus;  
outRegToBus: next_state<=MDRInFromBus;
MDRInFromBus: next_state<=memAccess;
memAccess:next_state <= hold;
hold:
if(opCode==4'b1011) begin
next_state <= MDRInFromMem;  
end
else
next_state<=outToMemory;  
outToMemory: next_state<=idle;
MDRInFromMem: next_state <= MDRoutToBus;
MDRoutToBus: next_state <= regLatchIn;
regLatchIn: next_state<= idle;
default: next_state<= idle;
endcase
end  
always @(pres_state)
begin: outputs
if(pres_state==load)begin
addressStore=para1;
regStore=para2;
RWstore=1;
address=addressStore; marIn = 0; MemEN=0; marOut=0; RW = 0; readFromMem=0; outToBus=0; readFromBus=0; outToMem = 0; regIn= 6'b111111; regOut=6'b111111; incr = 0; fetch = 0;
end
if(pres_state==store)begin
addressStore=para2;  
regStore=para1; 
RWstore=0;
address=addressStore; marIn = 0; MemEN=0; marOut=0; RW = 0; readFromMem=0; outToBus=0; readFromBus=0; outToMem = 0; regIn= 6'b111111; regOut=6'b111111; incr = 0; fetch = 0;
end
if(pres_state == latchToMar)begin  
 address=addressStore; marIn = 1; MemEN=0; marOut=0; RW = 0; readFromMem=0; outToBus=0; readFromBus=0; outToMem = 0; regIn= 6'b111111;  regOut=6'b111111; incr = 1; fetch = 0;
end
if (pres_state == memAccess) begin  
 address=16'bz; marIn = 0; MemEN=1; marOut=1; RW = RWstore; readFromMem=0; outToBus=0; readFromBus=0; outToMem = 1; regIn= 6'b111111;  regOut=6'b111111; incr = 0; fetch = 0;
end
if (pres_state == hold) begin  
address=16'bz; marIn = 0; MemEN=1; marOut=1; RW = RWstore; readFromMem=0; outToBus=0; readFromBus=0; outToMem = 1; regIn = 6'b111111;   regOut=6'b111111;incr = 0; fetch = 0;
end
if (pres_state == MDRInFromMem) begin  
address=16'bz;  marIn = 0; MemEN=0; marOut=0; RW = 0; readFromMem=1; outToBus=0; readFromBus=0; outToMem = 0; regIn = 6'b111111;  regOut=6'b111111; incr = 0; fetch = 0;
end
if(pres_state == MDRoutToBus)begin  
address=16'bz;  marIn = 0; MemEN=0; marOut=0; RW = 0; readFromMem=0; outToBus=1; readFromBus=0; outToMem = 0; regIn = 6'b111111;  regOut=6'b111111; incr = 0; fetch = 0;
end
if (pres_state == regLatchIn) begin  
 address=16'bz; marIn = 0; MemEN=0; marOut=0; RW = 0; readFromMem=0; outToBus=1; readFromBus=0; outToMem = 0; regIn = regStore; regOut=6'b111111; incr = 0; fetch = 1;
end
if (pres_state == outRegToBus) begin  
 address=16'bz; marIn = 0; MemEN=0; marOut=0; RW = 0; readFromMem=0; outToBus=0; readFromBus=0; outToMem = 0; regIn = 6'b111111; regOut=regStore; incr = 0; fetch = 0;
end
if (pres_state == MDRInFromBus) begin  
 address=16'bz; marIn = 0; MemEN=0; marOut=0; RW = 0; readFromMem=0; outToBus=0; readFromBus=1; outToMem = 0; regIn = 6'b111111; regOut=regStore; incr = 0; fetch = 0;
end
if(pres_state == outToMemory)begin  
address=16'bz; marIn = 0; MemEN=0; marOut=0; RW = 0; readFromMem=0; outToBus=0; readFromBus=0; outToMem = 1; regIn = 6'b111111; regOut=6'b111111; incr = 0; fetch = 1;
end
if(pres_state==idle)begin
addressStore=16'b0;  
regStore=16'b0; 
RWstore=0; 
address=16'bz; marIn = 1'b0; MemEN=1'b0; marOut=1'b0; RW = 1'b0; readFromMem=1'b0; outToBus=1'b0; readFromBus=1'b0; outToMem = 1'b0; regIn = 6'b111111; regOut=6'b111111; incr = 1'b0; fetch = 1'b0;
end 
end  
endmodule
```

## flow/run.sh

```bash
#!/bin/bash
# OpenROAD 26Q1-2900-gdf79404cd8, Yosys 0.63+post, stock flow scripts
make -C /OpenROAD-flow-scripts/flow DESIGN_CONFIG=/design/flow/config.mk WORK_HOME=/design/flow/orfs finish
```

## flow/config.mk

```make
export PLATFORM = sky130hd
export DESIGN_NAME = LOAD_FSM
export DESIGN_NICKNAME = LOAD_FSM
export VERILOG_FILES = /design/flow/design.v
export SDC_FILE = /design/flow/constraint.sdc
export NUM_CORES = 4
export LEC_CHECK = 1
export CORE_UTILIZATION = 30
```

## flow/constraint.sdc

```tcl
current_design LOAD_FSM

set clk_period 1.7
set clk_io_pct 0.2

create_clock -name clk0 -period $clk_period [get_ports {clk}]

set non_clock_inputs [all_inputs -no_clocks]
set_input_delay [expr $clk_period * $clk_io_pct] -clock clk0 $non_clock_inputs
set_output_delay [expr $clk_period * $clk_io_pct] -clock clk0 [all_outputs]
```

==> impl_metrics.toml <==
# flow metrics
[job]
tool_warnings = 25
tally_of_max_capacitance_violations = 0

[floorplan]
io_pins = 58
core_util_floorplan_pct = 31.0
dieArea_um2 = 7370
placementRows = 30
dieHeight_um = 85.9
fp.coreArea_um2 = 6790
chipWidth_um = 85.9

[grt]
antenna_found_initial = 0
grt_overflow_total = 0
track_usage_pct = 12.8
first_global_vias = 1639
grt_max_degree = 27
grt_first_pass_wirelength_mm = 7.52

[placed_design]
post-place-ws_ps = -18.1
number_of_buffers_inserted_by_port_buffering = 57
hpwl_mm = 3.26
gpl.final_weighted_congestion = 0.791

[critical_path]
worst_r2r_path_depth = 3
setup.worst_path.start = "opCode[2]"
r2r_slack_ps = 550
required_worst_endpoint_ps = 1810
critical_path_arrival_ps = 1580
worst-setup-path-type = "input port to register"
worst_r2r_startpoint = "pres_state[0]"
worstReg2RegEnd = "pres_state[11]"
critPathLaunchType = "input port"
crit_fanout = 7
timing.critical_path.to_type = "register"

[route]
routed_via_density = 4.44
route.detailed.drc = 0
detailedRoute.firstPassIterationCount = 4
wl_mm = 4.36
via_count = 1677
antenna_violating_nets_post_route = 0
drt-wirelength-per-cell_um = 11.5
drtIter0Drc = 56
detail_route.antenna_diodes = 0

[cells_and_area]
finish.utilization_pct = 42.0
ratio_of_cells_with_drive_above_1_in_the_final_layout_pct = 9.57
synthToLayoutAreaGrowth_pct = 35.2
mostFrequentLayoutCells = "dlxtn_1 (59), clkdlybuf4s50_1 (57), nor2_1 (29)"
layout.cells.most_common = "dlxtn_1"

[logic_synthesis]
synth-area-yosys_um2 = 2110
synthesis.yosys.warnings = 33
ys_seq_elements = 71
post_synth_instance_area_um2 = 2110
top_area_cell = "dlxtn_1"
synth-cells-yosys = 225
syn_inst = 225
synth.distinct_cells = 35
synth_top_area_share_pct = 42.0
postSynthAreaPerCell_um2 = 9.38
ys_top_cells_by_area = "dlxtn_1 (42%), dfrtp_1 (13%), mux2i_1 (5.7%), nor2_1 (5.2%), nand2_1 (5.0%)"

[timing]
period_used_pct = 86.6
setup_repair_after_global_routing_missed_its_margin = "no"
final.setup_skew_ps = 0.830
drv_slew = 0
setup_viol = 0
worst_slew_margin_rel_pct = 69.2
final_critical_path_setup_slack_ps = 228
unclocked_regs = 59
fmax_mhz = 679
period_needed_ps = 1470
tightest_slew_ps = 461
hold_viol_final = 0
final.hold.worst_slack_ps = 406
unconstrained_endpoints = 97

[power_and_ir_drop]
net_sw_power_uw = 543
p_comb_share_pct = 36.4
vdd_drop_max_uv = 421
power.share.sequential_pct = 47.3
netSwitchingFraction_pct = 29.8
cell_internal_pwr_uw = 1280
finalPower_uw = 1820
pwr_density_cell_nw_per_um2 = 639
p_leak_uw = 0.00128
clock_power_share_pct = 16.3

[outcome]
result_of_the_run = "complete, no violations"

[clocking]
cts.repair.resized = 0
clkSlewWorstSetupHoldPaths_ps = 50
tritoncts_clock_tree = "done"
cts_made_buffers = 3
cts_root_buf = "clkbuf_8"
clk-insertion-delay-late_ps = 230
htreeDepth = 1
cts.hold.buffers_added = 0
clk_path_buf_depth = 2
post-cts-setup-buffers = 0

[worst_hold_path]
min_path_type = "input port to asynchronous set/reset pin"
-- synth_stat cells --
cell	n
nor2b_2	1
buf_4	2
nor3_1	4
mux2i_1	12
nor3b_1	1
nor4_4	1
nor3_2	1
a21oi_1	3
and3_1	11
nand3_1	2
buf_2	5
buf_1	1
and4b_1	1
nand4b_1	1
buf_6	2
dfstp_2	1
nor2_1	29
nor4_1	1
dlxtn_1	59
and2_1	10
dfrtp_1	11
nor2b_1	4
inv_2	1
o21ai_0	2
nand2_1	28
a31oi_1	7
clkbuf_1	2
inv_1	4
a211oi_1	6
a21oi_4	1
and2_0	1
nand2b_1	1
or3b_4	1
nand3b_1	2
mux2_2	6
-- sequential cells by signal, summed over array words and instances (netlist names), 6 cells and up --
name,cells
pres_state,12
address,16
regIn,6
regOut,6
addressStore,16
regStore,6
-- worst max path at each step --
| stage | endpoint | slack (ps) |
|---|---|---|
| 6_report | pres_state[4] | 230 |
| 4_1_cts | pres_state[4] | 230 |
| 5_1_grt | pres_state[10] | 150 |
-- cells by family after synthesis --
| kind of cell | after synthesis | share of synthesized area (%) |
|---|---|---|
| flip-flops | 12 | 14.3 |
| AND-OR/OR-AND | 19 | 6.17 |
| latches | 59 | 42.0 |
| AND/OR/NAND/NOR | 100 | 24.3 |
| buffers and inverters | 17 | 4.39 |
| multiplexers | 18 | 8.90 |
-- metrics by stage --
stage	instances	setup TNS (ps)	area (µm²)
after floorplan	225	0	2110
after global placement	374	0	2800
after detailed placement	374	-76.5	2800
after CTS	378	0	2850
after global routing	378	0	2850
final	378	0	2850
-- cell type report --
cell class	count	area, µm²
clock buffers	4	55.1
fillers	654	3940
inverters	5	18.8
multi-input cells	137	841
flip-flops and latches	71	1190
well taps	96	120
repair buffers	65	631
-- power groups by stage --
stage	clock, µW	sequential (µW)	combinational [µW]
6_report	297	862	664
5_1_grt	319	873	759
4_1_cts	306	863	682
-- critical path, stage by stage --
cell and delay (ps):
clkdlybuf4s50_1 490, or3b_4 410, a21oi_4 260, nor2b_1 80
-- per-layer routing --
layer	wire (µm)	part of all wire, %	GRT usage (%)	vias up
met5	0	0	0	-
met1	2210	51	20.6	777
met3	142	3.3	0.781	0
met2	2010	46	20.8	40
met4	0	0	0.758	0
li1	-	-	-	860
No activity file was given, so power comes from the tool's default toggle rates.
