==> /design/flow/design.v <==
module REG_IN(clk,data,reset,enSig,outSig,outData);
input[15:0] data;
input[5:0] enSig, outSig;
input clk,reset;
output[15:0] outData;
reg[15:0] outData,reg0,reg1,reg2,reg3,tempReg;
always@(posedge clk or posedge reset)
begin
if(reset)begin
reg0<=16'b0;
reg1<=16'b0;
reg2<=16'b0;
reg3<=16'b0;
end
else begin
case(enSig)
6'b000000: begin reg0<=data; end
6'b000001: begin reg1<=data; end
6'b000011: begin reg2<=data; end
6'b000111: begin reg3<=data; end
endcase
end
end
always@(outSig)begin
case(outSig)
6'b111111:begin outData<=16'bz; end
6'b000000:begin outData<=reg0; end
6'b000001:begin outData<=reg1; end
6'b000011:begin outData<=reg2; end
6'b000111:begin outData<=reg3; end
default: begin outData<=16'bz; end
endcase
end
endmodule
==> /design/flow/run.sh <==
#!/bin/bash
# OpenROAD 26Q1-2900-gdf79404cd8, Yosys 0.63+post, stock flow scripts
make -C /OpenROAD-flow-scripts/flow DESIGN_CONFIG=/design/flow/config.mk WORK_HOME=/design/flow/orfs finish
==> /design/flow/config.mk <==
export PLATFORM = sky130hd
export DESIGN_NAME = REG_IN
export DESIGN_NICKNAME = REG_IN
export VERILOG_FILES = /design/flow/design.v
export SDC_FILE = /design/flow/constraint.sdc
export NUM_CORES = 4
export LEC_CHECK = 1
export CORE_UTILIZATION = 40
==> /design/flow/constraint.sdc <==
current_design REG_IN

set clk_period 5.4
set clk_io_pct 0.2

create_clock -name clk0 -period $clk_period [get_ports {clk}]

set non_clock_inputs [all_inputs -no_clocks]
set_input_delay [expr $clk_period * $clk_io_pct] -clock clk0 $non_clock_inputs
set_output_delay [expr $clk_period * $clk_io_pct] -clock clk0 [all_outputs]
==> impl.org <==
* Implementation run

** Run status
- The flow ran to the end, and the final reports show no timing, DRC or antenna violations.

** Clock network
- For this design, the sink count on the clock tree is 64.
- The number of hold buffers added after CTS was 0.
- CTS tree :: built
- No sink is reached through more buffers than the 2 on the longest clock path.
- In this run the post-CTS setup repair buffer count came out at 0.
- Num CTS Buffers :: 9
- CTS H-tree depth :: 3
- The number of gates resized after CTS was 0.
- As reported, the later end of the worst-skew pair has a clock insertion delay of 0.33 ns.
- Clock tree synthesis selected as its root buffer the cell clkbuf_8.
- For reference, the clock transition at the flip-flops on the worst setup and hold paths is 0.07 ns.

** Detailed routing
- Number of vias in the routed layout :: 1,929
- The routed design has 6.18 mm of wire.
- In the routed netlist, the antenna diode instances number 0.
- Number of DRC violations after detailed routing :: 0
- Vias per inst :: 5.16
- Remaining antenna violation count after routing :: 0
- For this run, the detailed router's first-pass iteration total came to 4.
- Routed WL per cell :: 16.5 um
- In this run, the number of DRC markers left after iteration 0 of detailed routing was 81.

** Global route
- Vias in the first global route :: 1,934
- Antenna violations before repair :: 0
- The first global-routing pass estimated 10.1 mm of wire.
- Recorded from the global router log, the overflow total was 0.
- Largest net degree at the start of global routing :: 40
- In the global route stage, overall resource usage came out at 0.178.

** Job
- Number of violations of the max-capacitance limit :: 0
- Number of warnings the tools reported :: 25

** Floorplanning
- Vertical die size :: 88.3 um
- FP Rows :: 31
- DIE WIDTH :: 88.3 um
- Top-Level Pins :: 46
- Floorplan die area :: 7800 um2
- Starting utilization of the core area :: 0.413
- Core footprint :: 7210 um2

** Final timing
- Actual slew at the worst max-slew pin :: 0.726 ns
- From the final report, the count of setup violators was given as 0.
- In this build the clock could be raised as far as 223 MHz.
- Setup tns final :: 0 ns
- Slew Limit Headroom :: 0.516
- Fraction of the cycle the final worst path needs :: 0.829
- Period minus WS final :: 4.48 ns
- Final Max-Slew Violation Tally :: 0
- Final hold violations :: 0
- Fin Clk Skew :: 0 ns
- Setup repair after global routing left no endpoint under its margin.

** Finish
- Number of cells in the finished layout apart from fillers :: 374
- Most common logic cell in the routed design :: dfrtp_1
- Per the cell usage report, the commonest logic cells after layout are 64 x dfrtp_1, 54 x mux2_2, 45 x clkdlybuf4s50_1.
- Per the run report, area growth between synthesis and finish was 25.7%.
- Share of layout cells above drive strength 1 :: 0.331

** Setup path
- CP Max Fanout :: 18
- The worst setup path is captured at a primary output.
- The worst setup path is launched from a primary input.
- Arrival time of data at the critical path endpoint :: 3.40 ns
- Start-to-end type of the worst setup path :: in -> out
- The critical path endpoint has a required time of 4.32 ns.

** Synth
- Per Yosys stat, the portion of area used by sequential elements is 0.538.
- FA/HA/MAJ Cells, Area Fraction :: 0
- Count of instantiated cells in the yosys netlist :: 219
- Of the total synthesized cell area, the portion taken by AND-OR and OR-AND cells is 0.0496.
- Multiplexer fraction of the synthesized cell area :: 0.308
- Synthesis produced a netlist whose cell count is 219.
- Averaged over all synthesized cells, the footprint is 13.6 um2.
- The cell-mix breakdown from Yosys lists the XOR/XNOR area share as 0.
- Dominant combinational cell family by area after synthesis :: multiplexers
- Synthesized registers :: 64
- Counting distinct cell types in the post-synthesis netlist gives 22.
- Yosys chip area :: 2980 um2
- Syn Std Cell Area :: 2980 um2
- Warning count from the yosys run :: 3
- Simple-Gate Fraction of Synth Area :: 0.0533

** Placed design
- The wire-length estimate of the detail-placed layout is 3.83 mm.
- The placement report lists the number of port buffers as 45.
- In this run, placement finished with an instance count of 358.
- At the end of routability-driven placement, the weighted congestion stood at 0.748.

** Min path
- STA reports the tightest min-delay check as being of type reg -> reg.

** Power and ir drop
- The leakage power in the latest report is 1.70 nW.
- Power spread over the standard cell area amounts to 338 nW/um2.
- Per the power-grid run, VDD falls by no more than 0.152 mV.
[where the power goes]
group / internal (W) / switching (W) / total [W]
Clock: 0.000237 / 0.000175 / 0.000412
Combinational: 0.000163 / 0.0000749 / 0.000238
Sequential: 0.000572 / 0.0000448 / 0.000616
Total: 0.000972 / 0.000295 / 0.00127
[through the flow]
| step | total power, W | utilization | hold slack (ns) | cell area [um2] | worst slack (ns) |
|---|---|---|---|---|---|
| after floorplan | 0.000756 | - | 0.479 | 2980 | 1.94 |
| after global placement | 0.000860 | 0.491 | 0.487 | 3540 | 0.869 |
| after detailed placement | 0.000865 | 0.491 | 0.492 | 3540 | 0.913 |
| after CTS | 0.00128 | 0.519 | 0.507 | 3740 | 0.914 |
| after global routing | 0.00134 | 0.519 | 0.518 | 3740 | 0.762 |
| final | 0.00127 | 0.519 | 0.506 | 3740 | 0.924 |
[final timing paths]
| path | from | to | slack (ns) | depth (start not counted) |
|---|---|---|---|---|
| min in group asynchronous | reset | reg2[2] | 1.12 | 2 |
| worst min-delay path | reg0[9] | reg0[9] | 0.51 | 1 |
| worst min register to register | reg0[9] | reg0[9] | 0.51 | 1 |
| worst max register to register | reg0[5] | reg0[5] | 4.64 | 1 |
| worst max-delay path | outSig[5] | outData[2] | 0.92 | 6 |
| max in group asynchronous | reset | reg3[6] | 3.38 | 3 |
[logic make-up after synthesis]
kind of cell,Yosys count
AND-OR/OR-AND,17
multiplexers,80
flip-flops,64
AND/OR/NAND/NOR,26
buffers and inverters,32
[Yosys cell counts]
library cell / n / area [um2]
a21boi_1: 1 / 7.51
and2_1: 1 / 6.26
buf_2: 2 / 10.0
buf_4: 1 / 7.51
buf_6: 2 / 22.5
buf_8: 1 / 15.0
clkbuf_1: 8 / 30.0
dfrtp_1: 64 / 1600
inv_1: 18 / 67.6
mux2_2: 54 / 608
mux2_4: 10 / 150
mux2i_1: 16 / 160
nand2_1: 1 / 3.75
nand2b_1: 1 / 6.26
nand3_1: 17 / 85.1
nor2_1: 1 / 3.75
nor4_2: 1 / 12.5
nor4b_2: 1 / 15.0
o221ai_1: 16 / 140
or3_1: 1 / 6.26
or3b_1: 1 / 8.76
or4_4: 1 / 11.3
[final cells by class]
cell class | instances | area, um2
multi-input cells | 123 | 1230
well taps | 99 | 124
clock buffers | 13 | 159
clock inverters | 3 | 40.0
inverters | 18 | 67.6
fillers | 643 | 3470
repair buffers | 54 | 518
flip-flops and latches | 64 | 1600
[sequential cells by signal, summed over array words and instances (netlist names)]
| register | count |
|---|---|
| reg3 | 16 |
| reg0 | 16 |
| reg2 | 16 |
| reg1 | 16 |
[worst max-delay path, stage by stage]
cell and delay (ns):
clkdlybuf4s50_1 0.41, nor4b_2 0.27, buf_4 0.28, nand2b_1 0.44, o221ai_1 0.38, clkdlybuf4s50_1 0.53
[layer usage]
metal | vias to the layer above | wire length [um] | GRT usage
li1 | 897 | - | -
met1 | 994 | 2980 | 0.287
met2 | 31 | 2910 | 0.271
met3 | 7 | 204 | 0.0303
met4 | 0 | 84 | 0.0293
met5 | - | 0 | 0
No activity file was given, so power comes from the tool's default toggle rates.
