==> design.v <==
module PC(clk,reset,incr,en,out);
input clk,reset,incr,en;
output[15:0]out;
reg[15:0] store,out;
always@(posedge clk or posedge reset)
begin
if(reset)begin
out<=16'bz;
store<=16'b0;
end
else if(incr) begin
store <= store + 1;
out<=16'bz;
end
else if(en)
out<=store;
else
out<=16'bz; 
end
endmodule
==> run.sh <==
#!/bin/bash
# OpenROAD 26Q1-2900-gdf79404cd8, Yosys 0.63+post, stock flow scripts
make -C /OpenROAD-flow-scripts/flow DESIGN_CONFIG=/design/flow/config.mk WORK_HOME=/design/flow/orfs finish
==> config.mk <==
export PLATFORM = sky130hd
export DESIGN_NAME = PC
export DESIGN_NICKNAME = PC
export VERILOG_FILES = /design/flow/design.v
export SDC_FILE = /design/flow/constraint.sdc
export NUM_CORES = 4
export LEC_CHECK = 1
export CORE_AREA = 10 10 94 94
export DIE_AREA = 0 0 104 104
==> constraint.sdc <==
current_design PC

set clk_period 3.7
set clk_io_pct 0.2

create_clock -name clk0 -period $clk_period [get_ports {clk}]

set non_clock_inputs [all_inputs -no_clocks]
set_input_delay [expr $clk_period * $clk_io_pct] -clock clk0 $non_clock_inputs
set_output_delay [expr $clk_period * $clk_io_pct] -clock clk0 [all_outputs]
==> git commit body <==
Add synthesis and place-and-route results

* Crit path kind: in -> reg
* Worst-path cell chain: clkdlybuf4s50_1 -> and4_4 -> nand3_4 -> nor4_4 -> xor2_1
- Unrepaired setup endpoints after global routing: false
- The data arrival time reported for the critical path is 2.19 ns.
* Setup skew after layout: 0.00551 ns
- Stage-log warning count: 26
- Total global-route track usage over all layers is 0.0336.
- Wire length of the first global-routing pass: 3.14 mm
- For the worst flop-to-flop path, the logic depth is 5.
- Via count of the first global-routing pass: 676
* Fp_density: 0.164
- The global route stage reports its total congestion overflow as 0.
- Number of setup buffers added after CTS: 0
- Endpoint kind of the worst setup timing path: flip-flop
- CTS Buf Count: 5
* Status: finished clean
- The synthesized instance count is 73.
- The worst-case max-slew headroom was logged as 0.742.
- Required time at the worst-slack endpoint: 3.90 ns
- Cell area after synthesis: 1120 um^2
- In this run the count of I/O pins placed on the die edge is 20.
* Top cell type's share of synthesized area: 0.716
* Part of the Yosys area used for sequential elements: 0.716
- Maximum buffer depth of the clock tree: 2
* Cell taking the most area after synthesis: dfrtp_1
* Top library cells by usage in the layout, fill and taps aside: dfrtp_1 (32), clkdlybuf4s50_1 (18), xor2_1 (8)
* Final hold violation count: 0
* Startpoint of the tightest hold check path: store[15]
- The leakage power in the latest report is 0.679 nW.
- Min-Delay Path Class: reg -> reg
- The clock period could shrink to 1.99 ns.
- The tree is rooted in a clkbuf_8.
* Post-cts gate resize count: 0
- Final period util: 0.538
- Maximum capacitance violations: 0
- Total placed cells including tap cells: 188
- Entering global routing, the biggest net connects 33 pins.
- Per the timing report, the most critical flop-to-flop path originates at store[0].
* Die Width: 104 um
* Insertion delay to the later sink of the worst-skew pair: 0.27 ns
* Post-route met1 wirelength: 734 um
* Final weighted congestion of routability-driven global placement: 0.721
- Clock tree from TritonCTS: built
- Counting only logic cells after layout, the most numerous master is dfrtp_1.
- Tally of non-filler cells in the final layout: 195
* Routed met3 length: 156 um
- The synthesized netlist contains 18 unique library cells.
- The average instance in the mapped netlist occupies 15.3 um^2.
* Dominant delay contributor by cell family on the critical path: simple AND/OR/NAND/NOR gates
- Row generation in the floorplan step produced 30 rows.
- The final report lists the setup-violating endpoint count as 0.
- The synthesized netlist was found by Yosys to have 73 cells.
- Setup slack on the critical path of the routed design comes to 1.71 ns.
- YS chip area: 1120 um^2
- Min-Delay Endpoint: out[15]
- After routing the design area is 1500 um^2.
- Total clock sinks: 32
* Met2 Routed Length: 817 um
* Worst Path Buf+Inv: 1
- The warning tally printed by Yosys for this design is 4.
* Number of vias in the routed layout: 616
- The vertical die dimension reported for this design is 104 um.
* Chip area: 10800 um^2
- DRC violation count after routing: 0
* DP Worst Slack: 1.42 ns
- Final hold slack: 0.406 ns
- Worst setup SP type: input port
- Total Neg Setup Slack: 0 ns
* Cell Pwr Density: 563 nW/um^2
- Total of flip-flops plus latches after synthesis: 32
- The placed instances occupy a cell area of 1430 um^2.
- In the placement report, post-DP HPWL is listed as 1.28 mm.
- The detailed router finished its first iteration with 21 violations.
* Top layer used by detailed routing: met4
- Count of cells along the worst hold path: 0
* Total core area: 6830 um^2
* H-tree Lvls: 2
* Largest cells by area: dfrtp_1 (72%), xor2_1 (6.3%), xnor2_1 (5.5%)
* Remaining antenna violation count after routing: 0
* Fraction of the core area covered by cells at the end of the flow: 0.220
* Transition time of the tightest slew-check pin: 0.386 ns
- On the worst path, the slowest cell contributes a delay of 0.59 ns.
- The report puts the hold buffer count at CTS at 0.
- Number of iterations in the first detailed-routing pass: 4
- The count of buffers added on input and output ports is 18.
- Total Routed Length: 1.77 mm
- R2r endpoint: store[14]
- The layout summary lists the proportion of cells stronger than drive strength 1 as 0.131.
- The number of antenna violations at the first check in global routing was 0.
* Final Max Slew Viols: 0
- On the worst setup and hold paths after CTS, the clock-pin slew comes to 0.05 ns.
- Wirelength per Cell: 9.06 um
* Slowest cell on the critical path: clkdlybuf4s50_1
- The analysis reports a worst IR drop on VDD of 173 uV.
* Via density: 3.16
* Maximum fanout count along the critical path: 5
* Max Fclk: 503 MHz
- The final power report lists total power as 0.847 mW.
- R2r setup slk: 2.19 ns
- Per the run report, area growth between synthesis and finish was 34.5%.
- 0 antenna diodes ended up in the layout.
## where the power goes
group | switching (mW) | leakage (nW) | internal (mW)
Sequential | 0.0619 | 0.423 | 0.421
Combinational | 0.0334 | 0.214 | 0.0943
Clock | 0.108 | 0.0410 | 0.127
## cell type report
cell class                      count  area [um^2]
Fill cell                         727         5330
Timing Repair Buffer               19          188
Clock buffer                        6         72.6
Clock inverter                      1         5.00
Sequential cell                    32          801
Tap cell                           96          120
Multi-Input combinational cell     40          314
Inverter                            1         3.75
## cells by family (layout without fill, tap and decap cells)
logic type                 after synthesis  count (layout)  synth area share
DFF                                     32              32             0.716
and+or+nand+nor                         23              23             0.142
xor gates and xnor gates                15              15             0.117
adders and majority gates                1               1            0.0112
muxes                                    1               1            0.0101
buffers and inverters                    1              27           0.00335
## flip-flops by register name (all words and copies together) (netlist names)
register and flops:
out 16, store 16
## worst max path at each step
| stage | from | to | slack (ns) | cells after the start |
|---|---|---|---|---|
| 4_1_cts | incr | store[15] | 1.71 | 5 |
| 5_1_grt | incr | store[14] | 1.63 | 5 |
| 6_report | incr | store[15] | 1.71 | 5 |
## cells in the mapped netlist
cell and count:
nor2_1 4, xnor2_1 7, nand3_4 1, and4_1 1, nor4_4 1, nand4_2 1
ha_1 1, and3_1 1, inv_1 1, xor2_1 8, nand2_1 6, and4_4 1
nand4_1 3, nor3_1 1, nor3_2 1, nand3_1 2, dfrtp_1 32, mux2_2 1
## metal layers
layer,GRT usage,vias up
li1,-,296
met1,0.0398,296
met4,0.0139,0
met5,0,-
met2,0.0527,20
met3,0.0138,4
No activity file was given, so power comes from the tool's default toggle rates.
