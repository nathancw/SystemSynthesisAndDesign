`/design/flow/config.mk`:
```
export PLATFORM = sky130hd
export DESIGN_NAME = ID
export DESIGN_NICKNAME = ID
export VERILOG_FILES = /design/flow/design.v
export SDC_FILE = /design/flow/constraint.sdc
export NUM_CORES = 4
export LEC_CHECK = 1
export CORE_AREA = 10 10 72 72
export DIE_AREA = 0 0 82 82
```
`/design/flow/design.v`:
```
module ID(clk,en,instr,reset,state,parameter1,parameter2);
input[15:0] instr;
input clk,en,reset;
output[3:0] state;
output[5:0] parameter1,parameter2;
reg[5:0] parameter1,parameter2;
reg[3:0] state;
reg[15:0] instrReg;
reg regParameter;
always@(posedge reset or posedge clk)
begin
if(reset) 
begin
parameter1=6'b0;
parameter2=6'b0;
state=4'b0;
instrReg=16'b0;
end
else if(en)
begin
instrReg=instr;
state=instrReg[15:12];
parameter1=instrReg[11:6];
parameter2=instrReg[5:0];
end 
end
endmodule
```
`/design/flow/constraint.sdc`:
```
current_design ID

set clk_period 1.0
set clk_io_pct 0.2

create_clock -name clk0 -period $clk_period [get_ports {clk}]

set non_clock_inputs [all_inputs -no_clocks]
set_input_delay [expr $clk_period * $clk_io_pct] -clock clk0 $non_clock_inputs
set_output_delay [expr $clk_period * $clk_io_pct] -clock clk0 [all_outputs]
```
`/design/flow/run.sh`:
```
#!/bin/bash
# OpenROAD 26Q1-2900-gdf79404cd8, Yosys 0.63+post, stock flow scripts
make -C /OpenROAD-flow-scripts/flow DESIGN_CONFIG=/design/flow/config.mk WORK_HOME=/design/flow/orfs finish
```
==> run summary <==
Synthesis and PnR results.

- The endpoint of the lowest-slack register-to-register path is parameter1[0].
- The critical path's slowest stage uses the library cell dfrtp_1.
- Using the TritonRoute via totals, the vias-per-cell ratio works out to between 3 and 4.
- Synthesis produced a netlist whose cell count is 35.
- The clock period could shrink to 0.935 ns.
- The worst setup path is launched from a flop.
- Per the detail_route report, the via count comes to approximately 440.
- The clock drives 16 sinks.
- The post-layout period usage of the worst path is 93.5%.
- The mean post-synth cell area is 18.7 µm².
- The critical path endpoint is parameter1[0].
- The number of buffer and inverter stages on the critical path is 1.
- The CTS tree is done.
- The final estimated routing congestion in global placement reads between 0.7 and 0.8.
- The beginning of the critical path reads parameter1[0].
- The final routed wirelength across all metal layers is ~1600 µm.
- The first detailed-routing pass ran for 2 iterations.
- The count of nets left with antenna violations after detail routing is 0.
- As reported, the later end of the worst-skew pair has a clock insertion delay of around 0.24 ns.
- The number of rows created at floorplan reads 22.
- The number of antenna violations at the first check in global routing reads 0.
- The vertical die dimension reported for this design is around 82 µm.
- The number of hold buffers added after CTS was 0.
- The number of cells in the yosys synthesis report is 35.
- The commonest non-fill, non-tap cell in the layout is clkdlybuf4s50_1.
- In this run the cell area of the synthesized design comes to 653 µm².
- The floorplan step defined a die boundary enclosing between 0.006 and 0.007 mm².
- The tightest hold path in the finished design has a slack of between 0.2 and 0.3 ns.
- The count of unique library cells instantiated by Yosys reads 6.
- The die span in x reads between 80 and 90 µm.
- The residual overflow from global routing is 0.
- The OpenROAD report gives the critical path a data arrival time of around 0.74 ns.
- The first routing iteration left 8 violations.
- The total DRC errors in the routed layout is 0.
- The required time reported for the critical path endpoint is 0.80 ns.
- The biggest cell delay along the critical path reads about 0.38 ns.
- The tightest slew margin relative to the limit reads about nine tenths.
- STA lists the maximum fanout along the critical path as 2.
- The count of state elements after synthesis is 16.
- Setup repair after global routing left no endpoint under its margin.
- The kind of critical path is flop to output port.
- The number of primary I/O pins reads 35.
- The total power of the final layout is roughly 1.5 mW.
- The run finished with clean final reports.
- The area fraction of the largest cell type after synthesis is about three fifths.
- The final-layout fill cell count reads 393.
- The top cell types in the final layout, fill and taps aside, are clkdlybuf4s50_1, dfrtp_1, buf_2.
- The signal on the critical path passes through buf_2.
- Detailed placement ended at an HPWL of about 1300 µm.
- Entering global routing, the biggest net connects 17 pins.
- After synthesis, the cell types taking the most area are dfrtp_1, mux2_4, mux2_2, buf_12, buf_6.
- The STA report counts the stages on the worst setup path as 1.
- The final timing report lists a hold violation count of 0.
- The largest area contributor in the netlist is dfrtp_1.
- The cell count after placement is around 120.
- The power density over cell area is 1390 mW/mm².
- The number of global-route vias before repair came to roughly 540.
- The post-layout instance count excluding filler cells reads about 130.
- The area of the core reads between 0.003 and 0.004 mm².
- The sequential area share after synthesis is roughly three fifths.
- The max-slew violation count reads 0.
- The worst hold path class is primary input to async pin.
- The launch instance of the worst register-to-register path reads parameter1[0].
- Relative to the synthesized area, the layout overhead comes to 64.4%.
- Per the detail_route report, inserted antenna diodes total 0.
- The clock-pin slew reported for the worst setup and hold paths after clock tree synthesis is roughly 0.06 ns.
- The floorplan utilization is ~18%.
- The synthesized netlist has a Yosys-reported chip area of approximately 650 µm².
- TritonRoute output was used to compute an average wire per cell of 12.4 µm.
- The total tool warning count is 25.
- The yosys warning tally reads 1.
- The register-to-register setup slack reads roughly 0.12 ns.
- The top achievable clock speed reads approximately 1.1 GHz.
- The highest ir drop seen on vdd reads 0.611 mV.
- The total global routing track utilization is under 10%.
- In this run the maximum-capacitance check reported violations numbering 0.
- The number of buffers added by the clock tree synthesis step is 3.
- The last timing report of the flow puts the setup violation total at 0.
- The category of cells accounting for the largest share of critical-path delay is flip-flops.
- The wire length of the first global-routing pass reads ~2600 µm.
- The CTS root buffer is clkbuf_8.
- The port buffer count is 34.
- The deepest level of the CTS H-tree reads 1.
- The number of buffers between clock root and the deepest sink reads 2.
- The transition time of the tightest slew-check pin is between 0.15 and 0.2 ns.
- The depth of the worst register-to-register path is 2.
- In the final layout, the share of cells above drive strength 1 is 55.7%.
- The worst clock skew on the final layout reads 0 ns.
- The total leakage power is approximately 0.5 nW.
- The nature of the critical path endpoint reads an output port.
stage by stage:
| step | area (µm²) | setup TNS (ns) | util (%) | setup slack, ns |
|---|---|---|---|---|
| after global routing | 1070 | 0 | 29.1 | 0.0145 |
| after global placement | 1080 | -4.86 | 29.3 | -0.318 |
| after CTS | 1100 | 0 | 29.7 | 0.000855 |
| after floorplan | 653 | 0 | - | 0.138 |
| final | 1070 | 0 | 29.1 | 0.0648 |
| after detailed placement | 1080 | -5.05 | 29.3 | -0.332 |
how the worst min path moves through the flow:
stage / cells after the start / slack [ns] / from / end
4_1_cts: 3 / 0.27 / reset / parameter1[3]
5_1_grt: 3 / 0.27 / reset / parameter2[1]
6_report: 3 / 0.27 / reset / parameter2[1]
registers in the layout, summed over array words and instances (netlist names):
name and cells:
parameter2 6, parameter1 6, state 4
power breakdown:
group	switching (mW)	total [mW]	internal (mW)	leakage (nW)
logic	0.0731	0.296	0.223	0.298
clock network	0.190	0.456	0.266	0.0216
registers	0.0303	0.743	0.713	0.187
repair_timing:
item | CTS | global route
endpoints found under the setup margin | 32 | 4
resized | 49 | 3
setup buffers | 4 | 0
pin swaps | 0 | 0
kinds of logic (layout without fill, tap and decap cells):
| kind of cell | after synthesis | in the layout | share of synthesized area (%) |
|---|---|---|---|
| buffers and inverters | 3 | 47 | 5.36 |
| DFF | 16 | 16 | 61.3 |
| muxes | 16 | 16 | 33.3 |
synthesized netlist by cell type:
cell type / n
buf_12: 1
buf_6: 1
dfrtp_1: 16
inv_1: 1
mux2_2: 6
mux2_4: 10
area by class of cell:
| cell class | count | area (µm²) | area share (%) |
|---|---|---|---|
| multi-input cells | 16 | 218 | 20.3 |
| well taps | 48 | 60.1 | 5.59 |
| flip-flops and latches | 16 | 400 | 37.3 |
| clock buffers | 3 | 41.3 | 3.85 |
| repair buffers | 43 | 350 | 32.6 |
| inverters | 1 | 3.75 | 0.350 |
metal layers:
metal  global-route usage, %  share of wire, %
met4                   0.170                 0
met1                    6.46                48
met5                       0                 0
met3                    2.42               9.6
met2                    7.84                43
Power figures rest on the tool's default switching activity, not on a simulated workload.
