**/design/flow/design.v**
```verilog
module MDR_IN(clk,reset,memRead,busRead,readFromBus,outToMem,readFromMem,outToBus,outMem,outBus);
input[15:0] busRead,memRead;
input clk,reset,readFromBus,outToMem,readFromMem,outToBus;
output[15:0] outMem,outBus;
reg[15:0] outMem,outBus,store1, store2;
always@(posedge clk)
begin
if(readFromBus) begin
store1<=busRead;
outMem<=16'bz;
end
else if(outToMem)
outMem<=store1;
else if(readFromMem) begin
store2<=memRead;
outBus<=16'bz;
end
else if(outToBus)
outBus<=store2;
else begin
outMem<=16'bz;
outBus<=16'bz;
end
end
endmodule
```
**/design/flow/run.sh**
```bash
#!/bin/bash
# OpenROAD 26Q1-2900-gdf79404cd8, Yosys 0.63+post, stock flow scripts
make -C /OpenROAD-flow-scripts/flow DESIGN_CONFIG=/design/flow/config.mk WORK_HOME=/design/flow/orfs finish
```
**/design/flow/config.mk**
```make
export PLATFORM = sky130hd
export DESIGN_NAME = MDR_IN
export DESIGN_NICKNAME = MDR_IN
export VERILOG_FILES = /design/flow/design.v
export SDC_FILE = /design/flow/constraint.sdc
export NUM_CORES = 4
export LEC_CHECK = 1
export CORE_UTILIZATION = 50
```
**/design/flow/constraint.sdc**
```tcl
current_design MDR_IN

set clk_period 4.0
set clk_io_pct 0.2

create_clock -name clk0 -period $clk_period [get_ports {clk}]

set non_clock_inputs [all_inputs -no_clocks]
set_input_delay [expr $clk_period * $clk_io_pct] -clock clk0 $non_clock_inputs
set_output_delay [expr $clk_period * $clk_io_pct] -clock clk0 [all_outputs]
```
==> impl_metrics.py <==
# Flow results
metrics = {
    "outcome": {
        "status": "finished clean",
    },
    "hold_path": {
        "hold_path_class": "reg -> reg",
        "hp-start": "store1[5]$_DFFE_PP_",
        "holdPathStages": 0,
        "hold_end": "outMem[5]$_DFFE_PP_",
    },
    "final_timing": {
        "period_used_pct": 61.0,
        "finClkSkew_ns": 0.00505,
        "min_period_ns": 2.44,
        "finalHoldViolCount": 0,
        "rsz0062_at_grt": "no",
        "setup_viol": 0,
        "worst_pin_slew_ns": 0.713,
        "max-slew-margin-rel_pct": 52.5,
        "slew_violations": 0,
        "whs_ns": 0.416,
        "fin_setup_tns_ns": 0,
        "fmax_mhz": 410,
    },
    "finish": {
        "nFillCells": 210,
        "area_delta_synth_final_pct": 47.3,
        "logic_area_um2": 17.5,
        "drive_gt1_share_pct": 10.4,
        "final-seq-area_mm2": 0.00192,
    },
    "cts": {
        "cts_htree_levels": 3,
        "ctsHoldBuffers": 0,
        "cts_resized": 0,
        "postCtsSetupRepairBufs": 0,
        "clockRootBuffer": "clkbuf_8",
        "clkTransAtPathRegs_ns": 0.06,
        "clock_latency_ns": 0.32,
        "cts_tree": "built",
        "clock_path_buffers": 2,
        "numCtsBuffers": 9,
        "clock_sinks": 64,
    },
    "yosys": {
        "ys_cells": 67,
        "synth-edff-count": 64,
        "avgSynthCellArea_um2": 28.9,
        "ys.flop_type": "edfxtp_1",
        "ys.flops": 64,
        "top_cell": "edfxtp_1",
        "ys_seq_share_pct": 99.1,
        "synth.distinct_cells": 4,
        "synth_chip_area_mm2": 0.00194,
        "ys_top_cells_by_count": "edfxtp_1, and2_1, nor2_2, o21ai_0",
        "ys_warn_count": 5,
        "top_cells_by_area": "edfxtp_1, and2_1, nor2_2",
        "syn_inst": 67,
        "syn_area_mm2": 0.00194,
        "async_reset_ff_share_pct": 0,
        "top_cell_area_share_pct": 99.1,
        "synth_top_cell_by_area": "edfxtp_1",
    },
    "power_and_ir_drop": {
        "irDropWorstVdd_mv": 0.274,
        "power.leakage_uw": 0.000986,
        "p_per_area_mw_per_mm2": 455,
    },
    "floorplanning": {
        "ios": 70,
        "floorplanUtilization_pct": 52.6,
        "die-area_mm2": 0.00413,
        "fp.dieW_um": 64.3,
        "fp-row-count": 22,
        "die_y_um": 64.3,
        "fp.coreArea_mm2": 0.00369,
    },
    "drt": {
        "firstDrtPassIters": 4,
        "ant_nets": 0,
        "first_iter_violations": 24,
        "antenna-diode-count": 0,
        "drc": 0,
        "vias_per_cell": 4.50,
        "via_count": 909,
        "wl_per_cell_um": 13.9,
        "wl_um": 2810,
    },
    "worst_setup_path": {
        "start_kind": "primary input",
        "reg2reg_to": "outMem[13]$_DFFE_PP_",
        "timing.reg2reg.setup_slack_ns": 3.34,
        "worstPathMaxFanout": 18,
        "cp_slowest_cell": "and2_1",
        "r2r_start": "store1[13]$_DFFE_PP_",
        "cpMostUsedCell": "buf_4",
        "crit_type": "in -> reg",
        "required_ns": 3.95,
        "critPathArrivalTime_ns": 2.39,
        "slowest_delay_ns": 0.63,
        "crit_path_cell_trace": "clkdlybuf4s50_1 > buf_4 > nor2_2 > buf_4 > and2_1",
        "worstSetupEndpointType": "flip-flop",
        "ff2ff_path_depth": 0,
    },
    "job": {
        "maxCapViolCount": 0,
        "warnings": 27,
    },
    "global_routing": {
        "grt_max_degree": 19,
        "grt_pass1_wl_um": 4330,
        "antenna_found_initial": 0,
        "grt_pass1_vias": 918,
        "track_usage_pct": 16.9,
        "grt_overflow": 0,
    },
    "placed_design": {
        "portBuffers": 68,
        "place_congestion": 0.769,
        "hpwlAfterDp_um": 1960,
    },
}
[cells in the final DEF, fill, tap and decap left out]
cell	n
and2_1	1
buf_4	3
clkbuf_1	1
clkbuf_8	9
clkdlybuf4s50_1	68
clkinv_1	3
clkinv_2	3
edfxtp_1	64
nor2_2	1
o21ai_1	1
[stage by stage]
step	utilization [%]	instances	instance area, um^2	total power, uW	worst slack, ns
after floorplan	-	67	1940	812	1.53
after global routing	77.4	202	2860	1350	1.44
after global placement	73.3	186	2700	893	1.28
final	77.4	202	2860	1300	1.56
after detailed placement	73.3	186	2700	898	1.20
after CTS	77.4	202	2860	1320	1.54
[state kept, by name, summed over array words and instances, names as in the netlist]
signal,count
outMem,16
outBus,16
store1,16
store2,16
[worst max-delay path by stage]
stage | slack (ns) | endpoint | start
final | 1.56 | store2[10]$_DFFE_PP_ | readFromBus
after global routing | 1.44 | store2[6]$_DFFE_PP_ | readFromBus
after CTS | 1.54 | store2[12]$_DFFE_PP_ | readFromBus
[per-layer routing]
metal  GRT usage (%)  vias up  routed length, um
li1                -      437                  -
met1            29.1      416               1050
met2            24.9       46               1450
met3            6.70       10                203
met4            4.72        0                107
met5               0        -                  0
[worst max-delay path, delay by kind of cell]
family,cells,cell delay [ns]
buf+inv,3,0.85
simple gates,2,0.73
[report_power, final]
group / total [uW] / leakage (uW) / switching (uW) / internal (uW)
Combinational: 84.0 / 0.000286 / 18.9 / 65.1
Clock: 418 / 0.0000823 / 203 / 215
Sequential: 799 / 0.000618 / 10.8 / 788
Total: 1300 / 0.000986 / 233 / 1070
[kinds of logic after synthesis]
kind of cell	count (synthesis)	synth area share (%)
flops	64	99.1
compound gates	1	0.258
simple gates	2	0.646
[layout make-up]
class / count / share of cell area, %
clock buffer: 10 / 4.47
multi-input combinational: 3 / 0.613
tap: 48 / 2.10
timing repair buffer: 71 / 24.6
clock inverter: 6 / 0.920
sequential: 64 / 67.3
No activity file was given, so power comes from the tool's default toggle rates.
