`/design/flow/run.sh`:
```
#!/bin/bash
# OpenROAD 26Q1-2900-gdf79404cd8, Yosys 0.63+post, stock flow scripts
make -C /OpenROAD-flow-scripts/flow DESIGN_CONFIG=/design/flow/config.mk WORK_HOME=/design/flow/orfs finish
```
`/design/flow/config.mk`:
```
export PLATFORM = sky130hd
export DESIGN_NAME = ADD_FSM
export DESIGN_NICKNAME = ADD_FSM
export VERILOG_FILES = /design/flow/design.v
export SDC_FILE = /design/flow/constraint.sdc
export NUM_CORES = 4
export LEC_CHECK = 1
export CORE_AREA = 10 10 82 82
export DIE_AREA = 0 0 92 92
```
`/design/flow/constraint.sdc`:
```
current_design ADD_FSM

set clk_period 1.3
set clk_io_pct 0.2

create_clock -name clk0 -period $clk_period [get_ports {clk}]

set non_clock_inputs [all_inputs -no_clocks]
set_input_delay [expr $clk_period * $clk_io_pct] -clock clk0 $non_clock_inputs
set_output_delay [expr $clk_period * $clk_io_pct] -clock clk0 [all_outputs]
```
`/design/flow/design.v`:
```
module ADD_FSM(clk,reset,start,opCode,para1,para2,
paraOut,aluIn1,aluIn2,control,aluOutRegIn,aluOutRegOut,regIn,incr,fetch);
input reset,clk,start;
input[3:0] opCode;
input[5:0] para1,para2;
output aluIn1,aluIn2,aluOutRegIn,aluOutRegOut,incr,fetch;
output[3:0] control;
output[5:0]paraOut,regIn;
reg[3:0] pres_state,next_state;
reg aluIn1,aluIn2,aluOutRegIn,aluOutRegOut,incr,fetch;
reg[5:0]paraOut;
reg[3:0]control;
reg[5:0]regIn;
parameter outPara1= 4'b0000, outPara2= 4'b0001, controlOut = 4'b0010, holdOneALU= 4'b0011;
parameter holdTwoALU = 4'b0100, outRegALU = 4'b0101, aluOutBus = 4'b0110, idle=4'b0111, latchPara1 = 4'b1000;
parameter latchPara2=4'b1001;
always @(posedge clk or posedge reset)
begin:statereg
if(reset) begin 
pres_state <= idle; end
else if(pres_state!=idle) begin
pres_state <= next_state; end
else if(pres_state==idle && start) begin
pres_state<=next_state; end
end
always @(pres_state)
begin: fsm
case (pres_state)
outPara1: next_state<=latchPara1;
latchPara1: next_state<=outPara2;
outPara2: next_state <= latchPara2;
latchPara2: next_state<=controlOut;
controlOut: next_state <= holdOneALU;
holdOneALU: next_state <= holdTwoALU;
holdTwoALU: next_state<=outRegALU;
outRegALU: next_state <= aluOutBus;
aluOutBus: next_state <= idle;
idle: next_state<=outPara1;
endcase	
end  
always @(pres_state)
begin: outputs
if (pres_state == idle) begin  
paraOut=6'b111111; aluIn1=1'b0; aluIn2 = 1'b0; control=4'b0; aluOutRegIn=1'b0; aluOutRegOut=1'b0; regIn=6'b111111; incr = 1'b0; fetch=1'b0;
end
else if (pres_state == outPara1) begin  
paraOut=para1; aluIn1=0; aluIn2 = 0; control=4'b0; aluOutRegIn=0;  aluOutRegOut=0; regIn=6'b111111; incr = 1; fetch=0;
end
if (pres_state == latchPara1) begin  
paraOut=para1; aluIn1=1; aluIn2 = 0; control=4'b0; aluOutRegIn=0;  aluOutRegOut=0; regIn=6'b111111; incr = 0; fetch=0;
end
else if (pres_state == outPara2) begin  
 paraOut=para2; aluIn1=0; aluIn2 = 0; control=4'b0; aluOutRegIn=0;  aluOutRegOut=0; regIn=6'b111111; incr = 0; fetch=0;
end
if (pres_state == latchPara2) begin  
paraOut=para2; aluIn1=0; aluIn2 = 1; control=4'b0; aluOutRegIn=0;  aluOutRegOut=0; regIn=6'b111111; incr = 0; fetch=0;
end
else if (pres_state == controlOut) begin  
 paraOut=6'b111111; aluIn1=0; aluIn2 = 0; control=opCode; aluOutRegIn=0;  aluOutRegOut=0; regIn=6'b111111; incr = 0; fetch=0;
end
else if (pres_state == holdOneALU || pres_state == holdTwoALU) begin  
paraOut=6'b111111; aluIn1=0; aluIn2 = 0; control=opCode; aluOutRegIn=0; aluOutRegOut=0; regIn=6'b111111; incr = 0; fetch=0;
end
else if (pres_state == outRegALU) begin  
paraOut=6'b111111; aluIn1=0; aluIn2 = 0; control=4'b0; aluOutRegIn=1; aluOutRegOut=0; regIn=6'b111111; incr = 0; fetch=0;
end
else if (pres_state == aluOutBus) begin  
paraOut=6'b111111; aluIn1=0; aluIn2 = 0; control=4'b0; aluOutRegIn=0; aluOutRegOut=1; regIn=para1; incr = 0; fetch=1;
end
end  
endmodule
```
==> flow_summary.ini <==
; generated from flow reports
[sta]
setup_slack_ns = 0.268
period_used_share = 0.794
unconstrained_endpoints = 47
setup_viol = 0
unclocked_pins = 25
timing.clock.skew_ns = 0.00416
rsz0062_at_grt = false
tns_ns = 0
finalMaxSlewViolations = 0
hold_viol_final = 0
period_needed_ns = 1.03
tightest_slew_ns = 0.642
slew_headroom = 0.572
fmax_ghz = 0.969

[die]
die-area_mm2 = 0.00846
pin_count = 41
die_h_um = 92
die_x_um = 92
core-area_mm2 = 0.00507
rows = 26
fp_util = 0.190

[clocking]
cts_setup_buffers = 0
cts-root-buf = clkbuf_8
cts_buffer_depth = 2
cts_buffers = 3
clock_latency_ns = 0.22
tritoncts = built
cts.reportedPaths.clkPinSlew_ns = 0.03
cts-htree-levels = 1
cts_resized = 0
postCtsHoldBufs = 0

[hold_path]
hold_class = in2async

[cells_and_area]
fill_cells = 562
logic_area_um2 = 435
drive_above_1_share = 0.105
fin_area_mm2 = 0.00148
flop_area_um2 = 479
areaGrowthSynthToFinish_pct = 53.4

[yosys]
syn_area_um2 = 966
yosys.area.top_type = dlxtn_1
synth_flops = 29
top_cells_by_count = dlxtn_1, mux2i_1, nand2b_1
synth-area-yosys_um2 = 966
ys_types = 33
yosys.cell_count.top_type = dlxtn_1
synth_top_area_share = 0.389
synth_cells = 93
synth-async-reset-ratio = 0.138
synthFlopType = dlxtn_1
yosys_warnings = 1
synth-edff-count = 0
area_leaders = dlxtn_1, mux2i_1, dfstp_2, nand2b_1, nor2b_1
syn_avg_cell_area_um2 = 10.4
yosys_cells = 93

[global_routing]
antenna_found_initial = 0
overflow = 0
grt_pass1_vias = 877
grt_use_total = 0.0616
grt_max_degree = 23
grt_pass1_wl_mm = 4.37

[outcome]
status = finished clean

[pwr]
total_leakage_power_nw = 0.596
ir_drop_uv = 253
p_per_area_mw_per_mm2 = 326

[setup_path]
critPathMaxFanout = 4
crit_chain = nand4b_1 > o21a_1
worstRegToRegCells = 2
cp-start-kind = flip-flop
cpMaxStageDelayCell = dfstp_2
path_delay_family = flip-flops
arrival_ns = 1.13
worstPathRequired_ns = 1.40
reg2reg_to = pres_state[3]
cp_slowest_stage_delay_ns = 0.51
reg2reg_slack_ns = 0.27
critPathBufInv = 0
cp-startpoint = pres_state[0]
worstReg2RegStart = pres_state[0]
end_kind = flip-flop
critical_path_class = reg2reg

[placed_design]
pre_cts_ws_ns = 0.251
dpl.hpwl_mm = 1.90
place_area_mm2 = 0.00144
portBuffers = 40
globalplace.congestion = 0.701

[route]
drt_iter0_drc = 16
num_vias = 777
wirelength_mm = 2.56
post_drt_via_cell_ratio = 3.83
drc = 0
drt_pass1_iterations = 4
ant_nets = 0
antenna-diode-count = 0
wl_per_cell_um = 12.6

[run]
drv_cap = 0
openroad.warnings = 25
cells by family (layout without fill, tap and decap cells):
group / count (synthesis) / in the layout / synth area share
AND/OR/NAND/NOR: 28 / 28 / 0.206
latches: 25 / 25 / 0.389
AND-OR/OR-AND: 13 / 13 / 0.102
multiplexers: 12 / 12 / 0.124
buffers and inverters: 9 / 49 / 0.0531
flip-flops: 4 / 4 / 0.108
XOR/XNOR: 2 / 2 / 0.0181
where the power goes:
| group | internal, W | switching, W | total (W) |
|---|---|---|---|
| clock | 0.000209 | 0.0000628 | 0.000272 |
| sequential | 0.000129 | 0.000000310 | 0.000130 |
| combinational | 0.0000612 | 0.0000201 | 0.0000814 |
| total | 0.000400 | 0.0000832 | 0.000483 |
area by class of cell:
| class | instances | share of cell area |
|---|---|---|
| clock buffer | 4 | 0.0304 |
| multi-input combinational | 55 | 0.294 |
| inverter | 1 | 0.00253 |
| timing repair buffer | 44 | 0.291 |
| sequential | 29 | 0.323 |
| tap | 70 | 0.0591 |
worst max path at each step:
stage                    to  cells after the start  slack (ns)
CTS           pres_state[3]                      2        0.26
global route  pres_state[3]                      2        0.22
finish        pres_state[3]                      2        0.27
cell usage in the layout, fill, tap and decap left out, drive strengths merged:
cell / count
or3b: 1
buf: 4
nor2: 1
inv: 1
o21bai: 3
a21boi: 4
and2: 2
nor3b: 1
a21oi: 1
o22ai: 1
a21bo: 1
dlxtn: 25
clkdlybuf4s50: 40
nand2b: 8
nand3b: 1
nor4bb: 1
mux2i: 12
o21a: 1
dfstp: 3
nor4b: 1
xnor2: 2
nand4b: 1
a21o: 1
and4bb: 1
nor2b: 6
or2: 1
or4b: 1
clkbuf: 4
a221o: 1
dfrtp: 1
nor4: 1
nor3: 1
sequential cells by signal, summed over array words and instances (netlist names):
name and count:
regIn 6, aluIn2 1, control 4, paraOut 6, next_state 4, pres_state 4, aluIn1 1, fetch 1
aluOutRegIn 1, incr 1
metal layers:
metal,up-vias,share of wire,global-route usage
met5,-,0,0
met4,0,0.011,0.00643
met3,5,0.12,0.0272
met2,37,0.40,0.0929
met1,341,0.47,0.0827
li1,394,-,-
worst register-to-register path, stage by stage (launching register included):
cell,delay (ns)
dfstp_2,0.51
nand4b_1,0.18
o21a_1,0.23
through the flow:
stage	hold slack [ns]	instances	utilization	total power [W]
2_1_floorplan	0.0239	93	-	0.000149
3_3_place_gp	0.447	199	0.283	0.000212
3_5_place_dp	0.448	199	0.283	0.000213
4_1_cts	0.226	203	0.292	0.000489
5_1_grt	0.231	203	0.292	0.000516
6_report	0.222	203	0.292	0.000483
Power is estimated from default activity; no workload was simulated.
